[flow/design.v]
`timescale 1ns / 1ps
localparam bufferSize = 128;  
localparam InterruptPoint = 2;  
localparam logbufferSize = $clog2(bufferSize);
module SimpleQueue(
    input sys_clk,
    input PRESETn,
    input async_write,
    input [15:0] data_in,
    input sync_read,
    input sync_enable,  
    output logic interrupt,
    output logic [15:0] data_out
    );
    logic disable_interrupt;
    logic [bufferSize - 1: 0][15:0] buffer;
    logic [logbufferSize - 1: 0] Head, Tail;
    logic [logbufferSize: 0] space_free;  
    always_comb begin
        data_out = buffer[Head];
        if(Head > Tail) begin
            space_free = (Head - Tail); 
        end else begin
            space_free = (bufferSize - Tail + Head);
        end
         interrupt = (space_free <= InterruptPoint) && !disable_interrupt;  
    end 
    always_ff @(posedge sys_clk or negedge PRESETn) begin
            if(~PRESETn) begin
                Head <= 0;
                disable_interrupt <= 1'b0;
            end else if (sync_read) begin
                Head <= Head + 1;
                disable_interrupt <= 1'b1;
            end else if(sync_enable) begin
                disable_interrupt <= 1'b0;
            end
    end
    always_ff @(posedge async_write or negedge PRESETn) begin
            if(~PRESETn) begin
                Tail <= 0;
            end else begin
                Tail <= Tail + 1;
                buffer[Tail] <= data_in;
            end
    end
endmodule
[flow/run.sh]
#!/bin/bash
# OpenROAD 26Q1-2900-gdf79404cd8, Yosys 0.63+post, stock flow scripts
make -C /OpenROAD-flow-scripts/flow DESIGN_CONFIG=/design/flow/config.mk WORK_HOME=/design/flow/orfs finish
[flow/config.mk]
export PLATFORM = sky130hd
export DESIGN_NAME = SimpleQueue
export DESIGN_NICKNAME = SimpleQueue
export VERILOG_FILES = /design/flow/design.v
export SDC_FILE = /design/flow/constraint.sdc
export NUM_CORES = 4
export LEC_CHECK = 1
export CORE_UTILIZATION = 40
[flow/constraint.sdc]
current_design SimpleQueue

set clk_period 137.6
set clk_io_pct 0.2

create_clock -name clk0 -period $clk_period [get_ports {async_write}]
create_clock -name clk1 -period $clk_period [get_ports {sys_clk}]

set non_clock_inputs [all_inputs -no_clocks]
set_input_delay [expr $clk_period * $clk_io_pct] -clock clk0 $non_clock_inputs
set_output_delay [expr $clk_period * $clk_io_pct] -clock clk0 [all_outputs]
==> out/qor.txt <==
PnR worst setup slack: 103.58 ns
Rel. slew slack: 2.81%
pre-CTS setup slack: 103.83 ns
Bufs and invs on worst path: 7
main flop type: edfxtp_1
Ys Warns: 1
Site Rows: 188
DRC errors left: 0
most frequent cells in the layout: edfxtp_1 (2048), mux2_2 (2014), mux4_2 (510)
number of enable flip-flop cells: 2048
post-detail-place hpwl: 182000 um
Syn Area/Cell: 17.3 sq um
Pwr Density: 16.7 mW/mm^2
Final Hold Fails: 0
CTS tree: yes
Die Size: 0.265 sq mm
Syn Inst Count: 6073
# Cells Yosys: 6073
RSZ-0062 raised after global routing: false
async set or reset register ratio after synthesis: 0.727%
initial antenna violation count: 12
CP Capture Type: output pin
total number of vias: 58000
final wirelength: 300000 um
fa+ha+maj area frac: 0.150%
largest net degree at the start of global routing: 126
Hold Path Class: flop to flop
first-pass GRT wire length: 437000 um
Top cell excl fill/tap: edfxtp_1
Vias/cell: 5.96
Synth cell types: 75
Port Buffers: 36
AND-OR/OR-AND Cells, Area Fraction: 1.96%
total gr overflow: 0
I/O pin cnt: 38
Die H: 515 um
Synth mux share: 34.1%
Synth Seq Share: 58.7%
CP top delay family: buffers and inverters
final setup vio count: 0
Synth Cell Area: 0.105 sq mm
skew final: 0.0526 ns
VDD IR-drop max: 0.0135 mV
Die X: 515 um
initial drt markers: 3677
Initial Util: 40.2%
Worst Max-Slew Pin Slew: 1.45 ns
Post-CTS Setup Bufs: 0
TritonRoute pass-1 iters: 8
ys flops: 2063
yosys synthesis chip area: 0.105 sq mm
Fin Setup TNS: 0 ns
vias in the first global route: 60900
Tool Warnings: 37
Crit path arrival time: 6.50 ns
CP Launch Type: flop
Antenna Violating Nets Remaining: 0
xor/xnor share: 0.141%
Layout Area Growth over Synthesis: 10.3%
Lkg Pwr: 38.7 nW
hold-fix buffers at CTS: 0
status: finished clean
CP required: 110.08 ns
GPL Wtd Cong: 0.886
slowest stage cell, crit path: dfrtp_4
Slew Viols, Final: 0
post_cts resized: 0
clock sinks: 2063
clock-pin slew on the worst setup and hold paths: 0.06 ns
max cap viols: 0
Avg WL per Cell: 30.8 um
Overall Global Routing Usage: 24.6%
CP Cell Sequence: buf_4 -> buf_4 -> buf_12 -> buf_4 -> mux4_2 -> mux2i_1 -> o32ai_1 -> a211o_1 -> a211oi_1 -> buf_4 -> a31oi_1 -> buf_4 -> clkdlybuf4s50_1
cell mode on critical path: buf_4
comb area leader: multiplexers
Crit Path Max Fanout: 57
share of cells above drive strength 1: 52.0%
critical path class: flop to output pin
Critical Path Max Stage Delay: 0.87 ns
Filler cells: 22500
core area: 0.262 sq mm
Simple Share, Synth: 2.15%
-- worst paths after layout --
check,slack (ns),cells past startpoint,endpoint,start
max,103.58,13,data_out[1],Head[0]$_DFFE_PN0P_
min,0.51,1,Tail[6]$_DFF_PN0_,Tail[6]$_DFF_PN0_
max reg2reg,133.32,9,buffer[1272]$_DFFE_PP_,Tail[0]$_DFF_PN0_
min reg2reg,0.51,1,Tail[6]$_DFF_PN0_,Tail[6]$_DFF_PN0_
max in group asynchronous,107.83,4,Head[3]$_DFFE_PN0P_,PRESETn
max in group clk1,108.97,4,Head[6]$_DFFE_PN0P_,sync_read
min in group clk1,0.67,1,disable_interrupt$_DFFE_PN0P_,disable_interrupt$_DFFE_PN0P_
min in group asynchronous,26.68,1,Tail[2]$_DFF_PN0_,PRESETn
-- synthesized netlist by cell type, drive strengths merged, types with 7 or more instances --
library cell,count,area (sq um)
nand2b,11,68.8
a221oi,12,105
o221ai,16,140
o21ai,24,120
buf,269,1660
ha,11,138
a22oi,32,240
mux2i,115,1150
nand4,7,43.8
nor2b,39,244
a2111oi,10,87.6
nor4,7,65.1
and3,7,43.8
nor3,18,90.1
a211oi,39,293
or3,9,56.3
nand3,14,70.1
edfxtp,2048,61500
xnor2,12,105
or2,9,56.3
o22ai,36,231
inv,20,75.1
clkbuf,302,1130
and2,8,50.1
mux4,510,11500
nand2,177,712
mux2,2064,23300
nor2,91,652
a311oi,14,135
a31oi,21,131
dfrtp,15,375
a21oi,45,225
-- final cells by class --
cell class | count | area, sq um | share of cell area, %
Multi-Input combinational cell | 3419 | 40700 | 35.0
Antenna cell | 4 | 10.0 | 0.00861
Timing Repair Buffer | 311 | 2490 | 2.14
Clock buffer | 286 | 5900 | 5.08
Tap cell | 3515 | 4400 | 3.78
Inverter | 20 | 80.1 | 0.0689
Clock inverter | 114 | 797 | 0.686
Sequential cell | 2063 | 61900 | 53.3
-- state kept, by name, summed over array words and instances, names as in the netlist --
signal,count
disable_interrupt,1
buffer,2048
Head,7
Tail,7
-- per-layer routing --
metal / track usage, % / share of wire [%]
met5: 0.237 / 0.061
met1: 33.5 / 37
met4: 5.65 / 3.0
met2: 34.0 / 44
met3: 16.7 / 16
-- metrics by stage --
step           utilization [%]  instance area (sq um)  total power [W]  hold WS [ns]  std cells
6_report                  44.4                 116000          0.00194         0.509       9732
2_1_floorplan                -                 105000          0.00112         0.446       6073
4_1_cts                   44.3                 116000          0.00195         0.501       9727
3_5_place_dp              41.8                 110000          0.00139         0.493       9327
5_1_grt                   44.4                 116000          0.00201         0.520       9730
3_3_place_gp              41.8                 110000          0.00139         0.490       9327
-- kinds of logic after synthesis --
family	count (synthesis)
compound gates	290
xor+xnor	17
fa+ha+maj	12
buf+inv	591
flops	2063
mux	2689
simple gates	411
-- report_power, final --
part	leakage, nW	total (W)	switching [W]	internal (W)
Clock	3.28	0.000563	0.000251	0.000312
Combinational	15.2	0.000615	0.000363	0.000252
Sequential	20.2	0.000759	0.0000263	0.000733
Power and IR drop assume default switching activity.
